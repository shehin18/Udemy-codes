## run.sh

```bash
#!/bin/bash
# OpenROAD 26Q1-2900-gdf79404cd8, Yosys 0.63+post, stock flow scripts
make -C /OpenROAD-flow-scripts/flow DESIGN_CONFIG=/design/flow/config.mk WORK_HOME=/design/flow/orfs finish
```

## design.v

```verilog
module ram_dual_port1 (q_a, q_b, d_a, d_b, adrs_a, adrs_b, clk, we_a, we_b);
input clk, we_a, we_b;
input [5:0] adrs_a, adrs_b;
inout [7:0] d_a, d_b;
output reg [7:0] q_a, q_b;
reg [7:0] ram [0:63];
always @(posedge clk)
    if(we_a) begin
        ram[adrs_a] <= d_a;
        q_a <= d_a; end
    else
        q_a <= ram[adrs_a];
always @(posedge clk)
    if(we_b) begin
        ram[adrs_b] <= d_b;
        q_b <= d_b; end
    else
        q_b <= ram[adrs_b];
endmodule
```

## constraint.sdc

```tcl
current_design ram_dual_port1

set clk_period 13.2
set clk_io_pct 0.2

create_clock -name clk0 -period $clk_period [get_ports {clk}]

set non_clock_inputs [all_inputs -no_clocks]
set_input_delay [expr $clk_period * $clk_io_pct] -clock clk0 $non_clock_inputs
set_output_delay [expr $clk_period * $clk_io_pct] -clock clk0 [all_outputs]
```

## config.mk

```make
export PLATFORM = sky130hd
export DESIGN_NAME = ram_dual_port1
export DESIGN_NICKNAME = ram_dual_port1
export VERILOG_FILES = /design/flow/design.v
export SDC_FILE = /design/flow/constraint.sdc
export NUM_CORES = 4
export LEC_CHECK = 1
export CORE_UTILIZATION = 30
```

==> reports/summary.txt <==
Ports -> 47
Post-synth EDFFs -> 512
Post-synth top area cell -> edfxtp_1
Yosys cell count -> 2674
# rows -> 118
Syn Inst Count -> 2674
Routability cong. -> 1.09
Post-synthesis cell area -> 31400 sq um
Pin count of the biggest net entering global routing -> 97
Dominant register cell -> edfxtp_1
Synth cell types -> 73
Stop Error -> [ERROR RSZ-0074] Failed to build tree from global routes for pin 'd_b[7]' and net 'd_b[7]' at grid (320850, 120750): found route to 34 pins, expected 33
Synth Seq Share -> 0.500
Exit stage -> global routing
Yosys stat chip area -> 31400 sq um
Synth warnings -> 1
Die height -> 325 um
#FFs+latches synth -> 528
Outcome -> aborted with a tool error
Root Driver -> clkbuf_16
Post-CTS sizing -> 0
FP Util -> 0.303
CTS Sinks -> 528
Input/output buffers -> 30
Async S/R FF share, synth -> 0
Top cells, area -> edfxtp_1 49%, mux2_2 14%, mux4_2 5.5%
DPL Wire Length -> 92900 um
Post-CTS setup buffers -> 0
Htree depth -> 2
Avg Cell Area, Syn -> 11.7 sq um
CTS buffer count -> 59
Endpoints left unconstrained -> 16
Share of the synthesized area in the top cell type -> 0.490
DP Worst Slack -> 6.96 ns
CTS Hold Buffers Added -> 0
Die width -> 325 um
CTS Buffer Depth -> 3
[cells in the mapped netlist, types with 76 or more instances]
| library cell | instances |
|---|---|
| buf_2 | 113 |
| edfxtp_1 | 512 |
| mux2i_1 | 84 |
| nor2_1 | 99 |
| mux2_2 | 378 |
| nand2_1 | 308 |
| o22ai_1 | 76 |
| mux4_2 | 76 |
| a221oi_1 | 130 |
| clkbuf_1 | 169 |
| a22oi_1 | 89 |
| o21ai_0 | 307 |
[kinds of logic after synthesis]
kind of cell	count (synthesis)	synth area share
AND-OR/OR-AND	759	0.161
buffers and inverters	346	0.0522
flip-flops	528	0.500
multiplexers	544	0.220
AND/OR/NAND/NOR	497	0.0673
[through the flow]
step / instances / hold WS, ns / total power, uW / util / instance area [sq um]
4_1_cts: 3990 / 0.900 / 4020 / 0.335 / 34800
3_3_place_gp: 3880 / 0.893 / 2380 / 0.317 / 32800
3_5_place_dp: 3880 / 0.880 / 2380 / 0.317 / 32800
2_1_floorplan: 2674 / 0.635 / 2220 / - / 31400
Power is estimated from default activity; no workload was simulated.
