## design/flow/config.mk

```make
export PLATFORM = sky130hd
export DESIGN_NAME = ram_singleport_1
export DESIGN_NICKNAME = ram_singleport_1
export VERILOG_FILES = /design/flow/design.v
export SDC_FILE = /design/flow/constraint.sdc
export NUM_CORES = 4
export LEC_CHECK = 1
export CORE_UTILIZATION = 50
```

## design/flow/constraint.sdc

```tcl
current_design ram_singleport_1

set clk_period 3.2
set clk_io_pct 0.2

create_clock -name clk0 -period $clk_period [get_ports {clk}]

set non_clock_inputs [all_inputs -no_clocks]
set_input_delay [expr $clk_period * $clk_io_pct] -clock clk0 $non_clock_inputs
set_output_delay [expr $clk_period * $clk_io_pct] -clock clk0 [all_outputs]
```

## design/flow/design.v

```verilog
module ram_singleport_1 (data, clk, cs, wr_en, o_en, rd_adrs, wr_adrs);
input clk, cs, wr_en, o_en;
inout [7:0] data;
input [5:0] rd_adrs, wr_adrs;
reg [7:0] temp_data;
reg [7:0] ram [0:63];
always @(posedge clk) begin
         if(cs && wr_en)
                ram[wr_adrs] <= data;
end
always @(posedge clk) begin
        if(cs && !wr_en)
                temp_data <= ram[rd_adrs];
end
assign data = (cs & o_en & !wr_en) ? temp_data : 'hz;
endmodule
```

## design/flow/run.sh

```bash
#!/bin/bash
# OpenROAD 26Q1-2900-gdf79404cd8, Yosys 0.63+post, stock flow scripts
make -C /OpenROAD-flow-scripts/flow DESIGN_CONFIG=/design/flow/config.mk WORK_HOME=/design/flow/orfs finish
```

==> run_results.csv <==
group,metric,value,unit
floorplan,ioPinCount,24,
yosys,ys_warn_count,2,
yosys,ys_area,0.0201,mm2
status,stop_stage,"4_1_cts",
clocking,cts_sinks,520,
yosys,area_leaders,"edfxtp_1, mux4_2, nor2_1",
clocking,root_buffer,"clkbuf_16",
yosys,synthDistinctLibCells,29,
floorplan,initial_utilization,0.507,
clocking,cts_resized,0,
placement,portBuffers,14,
yosys,postSynthAreaPerCell,21.8,um2
placement,hpwl,26200,um
yosys,yosys_cells,922,
status,status,"stopped before the end",
floorplan,fp.dieH,203,um
clocking,post_cts_buffers,0,
placement,place_congestion,0.881,
yosys,yosys.area.top_type,"edfxtp_1",
yosys,synth_seq_share,0.775,
status,stop_error,"[error] [KeplerFormal.cpp:679] Workflow failed: Iso has multiple drivers: .data4, data[4]$_DFFE_PP_.Q0",
clocking,cts_max_path_buffers,3,
yosys,syn_area,0.0201,mm2
yosys,ys_seq_elements,520,
floorplan,rows,73,
floorplan,chipWidth,203,um
yosys,syn_inst,922,
yosys,top_area_frac,0.775,
clocking,cts_buffers,51,
clocking,holdBufCountCts,0,
clocking,cts_max_level,2,
[metrics by stage]
stage	area [um2]	std cells	setup slack (ps)
after global placement	21700	1528	209
after detailed placement	21700	1528	199
after floorplan	20100	922	791
[synthesized netlist by cell type]
library cell / n
a2111oi_0: 1
a211oi_1: 12
a21oi_1: 14
and3_1: 1
buf_1: 2
buf_2: 15
buf_4: 9
buf_6: 4
clkbuf_1: 18
edfxtp_1: 520
mux2_2: 6
mux2i_1: 25
mux4_2: 133
nand2_1: 13
nand2b_1: 3
nand3_1: 5
nand3b_1: 3
nor2_1: 84
nor2b_1: 10
nor3b_1: 2
nor4_1: 1
o21ai_0: 18
o221ai_1: 5
o22ai_1: 4
o31a_1: 2
o31ai_1: 9
or2_2: 1
or3_1: 1
or3b_2: 1
[kinds of logic after synthesis]
kind of cell / Yosys count / synth area share
buffers and inverters: 48 / 0.0130
and+or+nand+nor: 125 / 0.0269
DFF: 520 / 0.775
AOI/OAI and AO/OA: 65 / 0.0205
muxes: 164 / 0.164
